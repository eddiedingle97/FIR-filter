==> design.v <==
module MSDAP(Sclk, Dclk, Start, Reset_n, Frame, InputL, InputR, InReady, OutReady, OutputL, OutputR);
    input Sclk, Dclk, Start, Reset_n, Frame, InputL, InputR;
    output InReady;
    output reg OutReady;
    output [39:0] OutputL, OutputR;
    wire [39:0] outL, outR;
    wire [15:0] dataL, dataR;
    wire [9:0] incount;
    reg [3:0] state;
    wire datavalid, disableclk, dataoutL, dataoutR, hasdata, started, firclk;
    wire start;
    reg rst, collecting, validnc, comp, starting, rstcount;
    assign firclk = Sclk & !disableclk;
    FIR firL(dataL, datavalid, firclk, rst, start, comp, outL, dataoutL);
    FIR firR(dataR, datavalid, firclk, rst, start, comp, outR, dataoutR);
    DFF40 outdffL(outL, dataoutL, rst, OutputL);
    DFF40 outdffR(outR, dataoutR, rst, OutputR);
    assign InReady = state > 0 && !disableclk;
    IO io(Dclk, start, Reset_n, rstcount, Frame, InputL, InputR, dataL, dataR, incount, datavalid, disableclk, hasdata);
    always @(posedge Sclk or negedge Start or posedge Reset_n) begin
        if(Reset_n) begin
            rst <= 1;
        end
        else if(!Start) begin
            starting <= 1;
            rst <= 0;
        end
    end
    DFF1 startdff(starting, Sclk, Start, started);
    assign start = !Start && !started;
    always @(posedge Sclk or posedge start or posedge Reset_n) begin
        if(start) begin
            OutReady <= 0;
            comp <= 0;
        end
        else if(Reset_n) begin
            OutReady <= 0;
            comp <= 0;
        end
        else begin
            if(dataoutL && dataoutR && state == 6 && comp) begin
                OutReady <= 1;
                comp <= 0;
            end
            else if(state == 6 && datavalid && !comp && hasdata && !disableclk) begin
                OutReady <= 0;
                comp <= 1;
            end
        end
    end
    always @(posedge Sclk or posedge start or posedge Reset_n) begin
        if(start) begin
            state <= 1;
            rstcount <= 0;
        end
        else if(Reset_n) begin
            state <= 5;
            rstcount <= 0;
        end
        else begin
            if(state == 1 && Frame) begin
                state <= 2;
                rstcount <= 1;
            end
            else if(state == 2 && incount == 16) begin
                state <= 3;
                rstcount <= 1;
            end
            else if(state == 3 && Frame) begin
                state <= 4;
                rstcount <= 1;
            end
            else if(state == 4 && incount == 512) begin
                state <= 5;
                rstcount <= 1;
            end
            else if(state == 5 && Frame) begin
                state <= 6;
                rstcount <= 1;
            end
            else begin
                rstcount <= 0;
            end
        end
    end
endmodule
module IO(clk, start, rst, rstcount, frame, inL, inR, outL, outR, incount, datavalid, disableclk, hasdata);
    input clk, start, rst, rstcount, frame, inL, inR;
    output reg [15:0] outL, outR;
    output reg [9:0] incount;
    output reg datavalid, hasdata;
    output disableclk;
    reg [9:0] zerocounter;
    reg [3:0] index;
    reg collecting, framerec, validnc;
    assign disableclk = zerocounter == 800;
    always @(posedge clk or posedge start or posedge rst or posedge rstcount or posedge frame) begin
        if(start) begin
            zerocounter <= 0;
            framerec <= 0;
            datavalid <= 0;
            incount <= 0;
            hasdata <= 0;
        end
        else if(rst) begin
            zerocounter <= 0;
            framerec <= 0;
            datavalid <= 0;
            incount <= 0;
            hasdata <= 0;
        end
        else if(rstcount) begin
            incount <= 0;
            zerocounter <= 0;
            hasdata <= 0;
        end
        else if(frame) begin
            framerec <= 1;
        end
        else begin
            framerec <= 0;
            if(validnc) begin
                if(outL == 0 && outR == 0 && zerocounter != 800) begin
                    zerocounter <= zerocounter + 1;
                end
                else if(outL != 0 || outR != 0) begin
                    zerocounter <= 0;
                end
                incount <= incount + 1;
                datavalid <= 1;
                hasdata <= 1;
            end
            else begin
                datavalid <= 0;
            end
        end
    end
    always @(negedge clk or posedge start or posedge rst) begin
        if(start) begin
            collecting <= 0;
            outL <= 0;
            outR <= 0;
            validnc <= 0;
            index <= 15;
        end
        else if(rst) begin
            collecting <= 0;
            outL <= 0;
            outR <= 0;
            validnc <= 0;
            index <= 15;
        end
        else begin
            if(framerec)
                collecting <= 1;
            if(collecting || framerec) begin
                outL[index] <= inL;
                outR[index] <= inR;
                index <= index - 1;
            end
            if(index == 0) begin
                validnc <= 1;
            end
            else begin
                validnc <= 0;
            end
        end
    end
endmodule
module FIR(x, datain, clk, rst, start, comp, out, dataout);
    input [15:0] x;
    input datain, clk, rst, start, comp;
    output [39:0] out;
    output dataout;
    parameter ORDER = 256;
    reg [10:0] count;
    reg [8:0] C [511:0];
    reg [15:0] X [(ORDER - 1):0];
    reg [7:0] Rj [15:0];
    reg r, c;
    integer i;
    always @(posedge datain or posedge start or posedge rst) begin
        if(start) begin
            r <= 0;
            c <= 0;
            count <= 0;
            for(i = 0; i < ORDER; i = i + 1)
                X[i] <= 0;
        end
        else if(rst) begin
            for(i = 0; i < ORDER; i = i + 1)
                X[i] <= 0;
        end
        else if(!rst) begin
            if(!r) begin
                Rj[count] <= x[7:0];
                count <= count + 1;
                if(count == 15) begin
                    r <= 1;
                    count <= 0;
                end
            end
            else if(!c) begin
                C[count] <= x[8:0];
                count <= count + 1;
                if(count == 511) begin
                    c <= 1;
                end
            end
            else if(c) begin
                for(i = 1; i < ORDER; i = i + 1)
                    X[i - 1] <= X[i];
                X[(ORDER - 1)] <= x;
            end
        end
    end
    wire [39:0] mux3out, outshift;
    wire [24:0] sum;
    wire [23:0] mux1out, mux2out, accout;
    wire [15:0] xxor;
    wire [9:0] Csel, srjout;
    wire [7:0] rj, negcoeff, xindex, isneg;
    wire [3:0] rjsel;
    wire [1:0] mux2sel;
    wire coeffcarryin, accclk, accrst, rjclk, rjm1clk, mux1sel, muxcsel, muxcout, eqz, accreset, mux3sel, outclk, reset, restart;
    assign negcoeff = ~(C[Csel][7:0]);
    assign xindex = 8'hff & negcoeff;
    assign coeffcarryin = C[Csel][8];
    XOR_1_16 muxxoutxor(coeffcarryin, X[xindex], xxor); 
    Counter10_e SRjm1(!clk, rjm1clkenable, restart, rst | start, Csel);
    DFF10_e SRj(sum[9:0], !clk, rjclkenable, restart, rst | start, srjout);
    Counter4_e Rjno(!clk, rjnoclkenable, restart, rst | start, rjsel);
    assign isneg = xxor[15] ? 8'hff : 8'h00;
    Mux2_24 mux1(accout, {16'h0000, Rj[rjsel]}, mux1sel, mux1out);
    Mux4_24 mux2({isneg, xxor}, 24'h000000, {14'h0000, srjout}, out[39:16], mux2sel, mux2out);
    Mux2_1 muxc(coeffcarryin, 1'b0, muxcsel, muxcout);
    Adder24 add(mux1out, mux2out, muxcout, sum);
    assign accrst = restart | accreset;
    DFF24_e acc(sum[23:0], !clk, accclkenable, accrst, rst | start, accout);
    FastEQ10 feq(Csel, srjout, eqz);
    Mux2_40 mux3({sum[23:0], out[15:0]}, outshift, mux3sel, mux3out);
    DFF40_e outdff(mux3out, clk, outclkenable, restart, rst | start, out);
    Shifter40 shifter(out, outshift);
    StateMachine sm(clk, rst, start, comp, eqz, rjsel, mux1sel, mux2sel, mux3sel, muxcsel, rjm1clkenable, rjclkenable, rjnoclkenable, accclkenable, accreset, outclkenable, dataout, reset);
    DFF1 resetpulse(reset, !clk, start | rst, hasreset);
    DFF1 resetpulse2(reset, clk, start | rst, hasresetd);
    assign restart = rst | (reset & !hasresetd);
endmodule
module StateMachine(clk, rst, start, comp, eqz, rjno, mux1sel, mux2sel, mux3sel, muxcsel, rjm1clkenable, rjclkenable, rjnoclkenable, accclkenable, accreset, outclkenable, dataout, reset);
    input clk, rst, start, comp, eqz;
    input [3:0] rjno;
    output mux1sel, mux3sel, muxcsel, rjclkenable, rjnoclkenable, rjm1clkenable, accclkenable, outclkenable, dataout, accreset, reset;
    output [1:0] mux2sel;
    reg [2:0] pstate, nstate;
    parameter A = 0;
    parameter B = 1;
    parameter C = 2;
    parameter D = 3;
    parameter E = 4;
    parameter F = 5;
    parameter G = 6;
    assign reset = pstate == G;
    assign dataout = pstate == F;
    assign accclkenable = pstate == C;
    assign outclkenable = pstate == D || pstate == E;
    assign rjm1clkenable = pstate == C;
    assign rjnoclkenable = pstate == B || (pstate == E && rjno != 0);
    assign rjclkenable = pstate == B || (pstate == E && rjno != 0);
    assign mux1sel = pstate == B || (pstate == E && rjno != 0);
    assign mux2sel[0] = pstate == D;
    assign mux2sel[1] = pstate == B || pstate == D || (pstate == E && rjno != 0);
    assign muxcsel = pstate == B || pstate == D || pstate == E;
    assign mux3sel = pstate == E;
    assign accreset = pstate == B || (pstate == E && rjno != 0);
    always @(posedge clk or posedge start or posedge rst) begin
        if(start) begin
            pstate <= A;
            nstate <= A;
        end
        else if(rst) begin
            pstate <= A;
            nstate <= A;
        end
        else if(comp) begin
            if(eqz && pstate == C) begin
                pstate <= D;
                nstate <= E;
            end
            else begin
                case(nstate)
                    A: begin
                        nstate <= B;
                    end
                    B: begin
                        nstate <= C;
                    end
                    C: begin
                        if(eqz) begin
                            nstate <= D;
                        end
                        else begin
                            nstate <= C;
                        end
                    end
                    D: begin
                        nstate <= E;
                    end
                    E: begin
                        if(rjno == 0 && eqz) begin
                            nstate <= F;
                        end
                        else begin
                            nstate <= C;
                        end
                    end
                    F: begin
                        nstate <= G;
                    end
                    G: begin
                        nstate <= B;
                    end
                    default: begin
                        nstate <= B;
                    end
                endcase
                pstate <= nstate;
            end
        end
    end
endmodule
module FastEQ10(one, two, out);
    input [9:0] one, two;
    output out;
    assign out = &(one | ~two);
endmodule
module DFF1(in, clk, rst, out); 
    input in;
    input clk, rst;
    output reg out;
    always @(posedge clk or posedge rst) begin
        if(rst)
            out <= 0;
        else
            out <= in;
    end
endmodule
module DFF4(in, clk, rst, out); 
    input [3:0] in;
    input clk, rst;
    output reg [3:0] out;
    always @(posedge clk or posedge rst) begin
        if(rst)
            out <= 0;
        else
            out <= in;
    end
endmodule
module Counter4(clk, rst, out);
    input clk, rst;
    output reg [3:0] out;
    always @(posedge clk or posedge rst) begin
        if(rst)
            out <= 0;
        else
            out <= out + 1;
    end
endmodule
module Counter4_e(clk, enable, rst, arst, out);
    input clk, enable, rst, arst;
    output reg [3:0] out;
    always @(posedge clk or posedge arst) begin
        if(arst)
            out <= 0;
        else if(rst)
            out <= 0;
        else if(enable)
            out <= out + 1;
    end
endmodule
module DFF10(in, clk, rst, out); 
    input [9:0] in;
    input clk, rst;
    output reg [9:0] out;
    always @(posedge clk or posedge rst) begin
        if(rst)
            out <= 0;
        else
            out <= in;
    end
endmodule
module DFF10_e(in, clk, enable, rst, arst, out); 
    input [9:0] in;
    input clk, enable, rst, arst;
    output reg [9:0] out;
    always @(posedge clk or posedge arst) begin
        if(arst)
            out <= 0;
        else if(rst)
            out <= 0;
        else if(enable)
            out <= in;
    end
endmodule
module Counter10(clk, rst, out);
    input clk, rst;
    output reg [9:0] out;
    always @(posedge clk or posedge rst) begin
        if(rst)
            out <= 0;
        else
            out <= out + 1;
    end
endmodule
module Counter10_e(clk, enable, rst, arst, out);
    input clk, enable, rst, arst;
    output reg [9:0] out;
    always @(posedge clk or posedge arst) begin
        if(arst)
            out <= 0;
        else if(rst)
            out <= 0;
        else if(enable)
            out <= out + 1;
    end
endmodule
module DFF11(in, clk, rst, out); 
    input [10:0] in;
    input clk, rst;
    output reg [10:0] out;
    always @(posedge clk or posedge rst) begin
        if(rst)
            out <= 0;
        else
            out <= in;
    end
endmodule
module DFF16(in, clk, rst, out); 
    input [15:0] in;
    input clk, rst;
    output reg [15:0] out;
    always @(posedge clk or posedge rst) begin
        if(rst)
            out <= 0;
        else
            out <= in;
    end
endmodule
module DFF24(in, clk, rst, out); 
    input [23:0] in;
    input clk, rst;
    output reg [23:0] out;
    always @(posedge clk or posedge rst) begin
        if(rst)
            out <= 0;
        else
            out <= in;
    end
endmodule
module DFF24_e(in, clk, enable, rst, arst, out); 
    input [23:0] in;
    input clk, enable, rst, arst;
    output reg [23:0] out;
    always @(posedge clk or posedge arst) begin
        if(arst)
            out <= 0;
        else if(rst)
            out <= 0;
        else if(enable)
            out <= in;
    end
endmodule
module DFF40(in, clk, rst, out); 
    input [39:0] in;
    input clk, rst;
    output reg [39:0] out;
    always @(posedge clk or posedge rst) begin
        if(rst)
            out <= 0;
        else
            out <= in;
    end
endmodule
module DFF40_e(in, clk, enable, rst, arst, out); 
    input [39:0] in;
    input clk, enable, rst, arst;
    output reg [39:0] out;
    always @(posedge clk or posedge arst) begin
        if(arst)
            out <= 0;
        else if(rst)
            out <= 0;
        else if(enable)
            out <= in;
    end
endmodule
module Mux2_1(one, two, sel, out);
    input one, two;
    input sel;
    output reg out;
    always @* begin
        case(sel)
            0: out <= one;
            1: out <= two;
        endcase
    end
endmodule
module Mux2_16(one, two, sel, out);
    input [15:0] one, two;
    input sel;
    output reg [15:0] out;
    always @* begin
        case(sel)
            0: out <= one;
            1: out <= two;
        endcase
    end
endmodule
module Mux2_24(one, two, sel, out);
    input [23:0] one, two;
    input sel;
    output reg [23:0] out;
    always @* begin
        case(sel)
            0: out <= one;
            1: out <= two;
        endcase
    end
endmodule
module Mux2_40(one, two, sel, out);
    input [39:0] one, two;
    input sel;
    output reg [39:0] out;
    always @* begin
        case(sel)
            0: out <= one;
            1: out <= two;
        endcase
    end
endmodule
module Mux4_40(one, two, three, four, sel, out);
    input [39:0] one, two, three, four;
    input [1:0] sel;
    output reg [39:0] out;
    always @* begin
        case(sel)
            2'b00: out <= one;
            2'b01: out <= two;
            2'b10: out <= three;
            2'b11: out <= four;
        endcase
    end
endmodule
module Mux4_16(one, two, three, four, sel, out);
    input [15:0] one, two, three, four;
    input [1:0] sel;
    output reg [15:0] out;
    always @* begin
        case(sel)
            2'b00: out <= one;
            2'b01: out <= two;
            2'b10: out <= three;
            2'b11: out <= four;
        endcase
    end
endmodule
module Mux4_24(one, two, three, four, sel, out);
    input [23:0] one, two, three, four;
    input [1:0] sel;
    output reg [23:0] out;
    always @* begin
        case(sel)
            2'b00: out <= one;
            2'b01: out <= two;
            2'b10: out <= three;
            2'b11: out <= four;
        endcase
    end
endmodule
module Mux4_1(one, two, three, four, sel, out);
    input one, two, three, four;
    input [1:0] sel;
    output reg out;
    always @* begin
        case(sel)
            2'b00: out <= one;
            2'b01: out <= two;
            2'b10: out <= three;
            2'b11: out <= four;
        endcase
    end
endmodule
module Adder24(a, b, cin, s);
    input [23:0] a, b;
    input cin;
    output [24:0] s;
    assign s = a + b + cin;
endmodule
module Shifter40(in, out);
    input [39:0] in;
    output [39:0] out;
    assign out[38:0] = in[39:1];
    assign out[39] = in[39];
endmodule
module XOR_1_16(one, two, out);
    input one;
    input [15:0] two;
    output [15:0] out;
    assign out = one ? ~two : two;
endmodule
==> run.sh <==
#!/bin/bash
# OpenROAD 26Q1-2900-gdf79404cd8, Yosys 0.63+post, stock flow scripts
make -C /OpenROAD-flow-scripts/flow DESIGN_CONFIG=/design/flow/config.mk WORK_HOME=/design/flow/orfs finish
==> config.mk <==
export PLATFORM = sky130hd
export DESIGN_NAME = Mux4_16
export DESIGN_NICKNAME = Mux4_16
export VERILOG_FILES = /design/flow/design.v
export SDC_FILE = /design/flow/constraint.sdc
export NUM_CORES = 4
export LEC_CHECK = 1
export CORE_AREA = 10 10 71 71
export DIE_AREA = 0 0 81 81
==> constraint.sdc <==
current_design Mux4_16

set clk_period 1.0
set clk_io_pct 0.2

create_clock -name clk0 -period $clk_period

set non_clock_inputs [all_inputs -no_clocks]
set_input_delay [expr $clk_period * $clk_io_pct] -clock clk0 $non_clock_inputs
set_output_delay [expr $clk_period * $clk_io_pct] -clock clk0 [all_outputs]
==> GITHUB_STEP_SUMMARY <==
## PnR job results

| Metric | Value |
|---|---|
| Number of violations of the max-capacitance limit | `0` |
| Clock share of power | `0%` |
| Number of buffers added on ports | `around 82` |
| Part of the power in combinational logic | `100.0%` |
| Number of global-route vias before repair | `approximately 770` |
| Worst setup path category | `input pin to output port` |
| Standard cell core area | `0.00363 mm2` |
| Min setup slack post-route | `-0.238 ns` |
| Tally of OpenROAD warnings | `35` |
| Fraction of the mapped netlist area in simple logic gates | `0%` |
| Overall routed net length | `around 2.7 mm` |
| Standby leakage power | `about 0.56 nW` |
| Storage cell area | `0 um2` |
| Final routed wire length divided by cell count | `17.9 um` |
| Worst min path class | `input pin to output port` |
| Die Size | `~0.0066 mm2` |
| MUX share of area | `roughly 90%` |
| Setup total negative slack | `-3.56 ns` |
| Total of warnings raised by yosys | `1` |
| Total number of placement rows | `22` |
| Detailed Routing Iterations Pass 1 | `4` |
| Final setup fails | `16` |
| WHS | `0.887 ns` |
| Area of the synthesized netlist per yosys stat | `approximately 420 um2` |
| Crit Path Max Fanout | `5` |
| Via count | `between 500 and 600` |
| Type of destination of the critical path | `output port` |
| Final Slew Violations | `0` |
| Post-Synthesis Cells | `20` |
| Switching component of the power | `around 0.00011 W` |
| Area delta synth->final | `181%` |
| Top logic family | `multiplexers` |
| Critical path startpoint category | `input pin` |
| Area share of fa/ha/maj cells after synthesis | `0%` |
| Violations in the final reports | `setup timing` |
| Hold violation count in the final report | `0` |
| Clock period minus final worst setup slack | `roughly 1.2 ns` |
| Cell area power density | `354 mW/mm2` |
| First-pass GRT wire length | `4.06 mm` |
| Remaining global-route overflow | `0` |
| Ports placed on the boundary | `about 80` |
| Antenna-violating nets left | `0` |
| Cell internal power dissipation | `between 0.0003 and 0.0004 W` |
| Post-Synthesis Cell Area | `424 um2` |
| Total of clock buffers placed in the layout | `0` |
| Worst max-slew margin expressed relative to the limit | `a little over nine tenths` |
| Non-Filler Instances | `about 150` |
| Library cells used by synthesis | `5` |
| Final Power | `0.000422 W` |
| Syn Area/Cell | `21.2 um2` |
| Final Wtd Congestion | `roughly 0.84` |
| Slew at the pin closest to its max-slew limit | `0.0955 ns` |
| Area fraction in compound gates | `0%` |
| Via density per instance | `just under 4` |
| Horiz. Die Dim | `81 um` |
| Number of design-rule violations left by the first detailed-router iteration | `8` |
| Cell count in the Yosys report | `20` |
| Hold buffer count at CTS | `0` |
| GRT Overall Usage | `approximately 8%` |
| Antenna diode count | `0` |
| Critical Path RT | `about 0.80 ns` |
| Flops | `0` |
| Share of synthesized area occupied by flip-flops and latches | `0%` |
| Period utilisation layout | `124%` |
| Status | `finished with violations` |
| Chip height | `between 80 and 90 um` |
| Max Freq | `808 MHz` |
| Sequential power share | `0%` |
| Antenna violations before repair | `0` |
| Fraction of final layout cells with drive strength greater than 1 | `38.5%` |
| Unrepaired setup endpoints after global routing | `true` |
| Peak supply drop | `138 uV` |
| Buffers inserted during post-CTS setup optimization | `0` |
| Switching Share | `about a quarter` |
| Area share of xor/xnor cells in the synthesized design | `0%` |
| Starting utilization of the core area | `11.7%` |
| Post-placement cell count | `approximately 150` |
| DR DRC count | `0` |
| Largest net degree at the start of global routing | `11` |
| Arrival time worst endpoint | `1.04 ns` |
[per-stage QoR]
step | area, um2 | util [%] | setup WS, ns
after floorplan | 433 | - | -0.0880
after global placement | 1330 | 36.5 | -1.09
after detailed placement | 1330 | 36.5 | -1.10
after CTS | 1200 | 32.9 | -0.252
after global routing | 1190 | 32.8 | -0.278
final | 1190 | 32.8 | -0.238
[final timing paths]
path / startpoint / to / slack [ns] / cells past startpoint
worst max-delay path: sel[0] / out[10] / -0.24 / 4
worst min-delay path: four[14] / out[14] / 0.89 / 3
[cells by family (layout without fill, tap and decap cells)]
kind of cell  Yosys count  count (layout)
mux                    16              16
buf+inv                 4              88
[area by class of cell]
cell class / instances / area [um2]
repair buffers: 88 / 771
fillers: 404 / 2440
well taps: 48 / 60.1
multi-input cells: 16 / 360
[cells in the mapped netlist, drive strengths merged]
cell   n  share of area (%)
mux4  16                 90
buf    4                9.7
[power by group through the flow]
stage / clock [W] / sequential [W] / combinational (W)
after CTS: 0 / 0 / 0.000434
after global routing: 0 / 0 / 0.000463
final: 0 / 0 / 0.000422
[cells in the final DEF, fill, tap and decap left out]
cell,count
sky130_fd_sc_hd__buf_12,3
sky130_fd_sc_hd__buf_16,1
sky130_fd_sc_hd__buf_2,16
sky130_fd_sc_hd__buf_6,3
sky130_fd_sc_hd__clkbuf_2,1
sky130_fd_sc_hd__clkdlybuf4s15_1,3
sky130_fd_sc_hd__dlygate4sd2_1,61
sky130_fd_sc_hd__mux4_2,16
[what timing repair did]
| action | 4_1_cts | 5_1_grt |
|---|---|---|
| gates resized | 135 | 1 |
| gates cloned | 1 | 0 |
| setup endpoints to repair | 16 | 16 |
[layer usage]
layer  wire length [um]  track usage (%)
met5                  0                0
met2               1220             13.0
met4                  0                0
met3                470             5.01
met1               1040             9.51
[worst max-delay path: stages]
cell                     delay [ns]
sky130_fd_sc_hd__buf_12        0.10
sky130_fd_sc_hd__buf_12        0.12
sky130_fd_sc_hd__mux4_2        0.48
sky130_fd_sc_hd__buf_2         0.13
No activity file was given, so power comes from the tool's default toggle rates.
